===== flow/run.sh =====
#!/bin/bash
# OpenROAD 26Q1-2900-gdf79404cd8, Yosys 0.63+post, stock flow scripts
make -C /OpenROAD-flow-scripts/flow DESIGN_CONFIG=/design/flow/config.mk WORK_HOME=/design/flow/orfs finish

===== flow/constraint.sdc =====
current_design top

set clk_period 2.3
set clk_io_pct 0.2

create_clock -name clk0 -period $clk_period [get_ports {clk}]

set non_clock_inputs [all_inputs -no_clocks]
set_input_delay [expr $clk_period * $clk_io_pct] -clock clk0 $non_clock_inputs
set_output_delay [expr $clk_period * $clk_io_pct] -clock clk0 [all_outputs]

===== flow/config.mk =====
export PLATFORM = sky130hd
export DESIGN_NAME = top
export DESIGN_NICKNAME = top
export VERILOG_FILES = /design/flow/design.v
export SDC_FILE = /design/flow/constraint.sdc
export NUM_CORES = 4
export LEC_CHECK = 1
export CORE_AREA = 10 10 85 85
export DIE_AREA = 0 0 95 95

===== flow/design.v =====
module add(input [15:0]c,input [15:0]mul, output [15:0]fma);
reg [8:0]z;
reg [8:0]exp;
reg s;
reg [8:0] d;
reg [15:0] mul1,c1;
wire flag;
reg [7:0] sig_c;
reg [7:0] sig_mul;
always@(*)
begin
    mul1=mul;
    c1=c;
        if(c1[14:7]>mul1[14:7])begin
            s=c1[15];
            d=c1[14:7]-mul1[14:7];
            sig_mul = {1'b1, mul1[6:0]}>>d;
            sig_c = {1'b1, c1[6:0]}; 
        end
        else if(mul1[14:7]>c1[14:7])begin
            s=mul1[15];
            d=mul1[14:7]-c1[14:7];
            sig_c = {1'b1, c1[6:0]}>>d;
            sig_mul = {1'b1, mul1[6:0]};
        end
        else begin
                if(c1[6:0]>mul1[6:0])
                begin
                   s=c1[15];
                   sig_c = {1'b1, c1[6:0]};
                   sig_mul = {1'b1, mul1[6:0]};
                end
                else if(mul1[14:7]>c1[14:7])
                begin
                   s=mul1[15];
                   sig_c = {1'b1, c1[6:0]};
                   sig_mul = {1'b1, mul1[6:0]};
                end
                else 
                begin 
                   s=1'b0;
                   sig_c = {1'b1, c1[6:0]};
                   sig_mul = {1'b1, mul1[6:0]};
                end 
        end
    if(c1[15]^mul1[15])
    begin
        if(c1[15]) z = (~sig_c)+sig_mul+1'b1;
        else z= (~sig_mul)+sig_c+1'b1;
    end
    else
    begin
        z = sig_mul + sig_c;
    end
    if(c1[14:7]>=mul1[14:7]) exp = c1[14:7];
    else exp=mul1[14:7]; 
    if(z[8] && (c1[15]^~mul1[15]))
    begin
        exp=exp+1;
        z[6:0] = z[7:1];
    end
end
assign flag= exp[8] ? 1'b1 : 1'b0;
assign fma = {s,exp[7:0],z[6:0]};
endmodule
module multiply(input [15:0]a, input[15:0]b, output [15:0]mul);
wire [13:0]p1;
wire [7:0]temp;
wire [14:0]temp2;
assign p1[13:0]= a[6:0] * b[6:0];
assign temp[7:0] = a[6:0] + b[6:0];
assign flag1 = temp[7];
assign temp2[14:0] = {temp[6:0],7'b0000000} + p1;
assign flag2 = temp2[14];
assign mul[6:0] = (flag1|flag2) ? {(flag1&flag2), temp2[13:8]} : temp2[13:7] ;
assign mul[15] = a[15]^b[15];
assign mul[14:7] = a[14:7] + b[14:7]+ (flag1|flag2);
endmodule
`timescale 1ns / 1ps
module seg7_driver(
    input clk_100MHz,
    input reset,
    input dm_write,
    input [15:0] data_in,
    output reg [0:6] seg,        
    output reg [3:0] digit      
    );
    parameter ZERO  = 7'b000_0001;   
    parameter ONE   = 7'b100_1111;   
    parameter TWO   = 7'b001_0010;   
    parameter THREE = 7'b000_0110;   
    parameter FOUR  = 7'b100_1100;   
    parameter FIVE  = 7'b010_0100;   
    parameter SIX   = 7'b010_0000;   
    parameter SEVEN = 7'b000_1111;   
    parameter EIGHT = 7'b000_0000;   
    parameter NINE  = 7'b000_0100;   
    parameter A     = 7'b000_1000;   
    parameter B     = 7'b110_0000;   
    parameter C     = 7'b011_0001;   
    parameter D     = 7'b100_0010;   
    parameter E     = 7'b011_0000;   
    parameter F     = 7'b011_1000;   
    reg [1:0] digit_select;      
    reg [16:0] digit_timer;      
    reg [15:0] displayed_data;
  always @(posedge clk_100MHz or posedge reset)
    begin
        if(reset==1)
            displayed_data <= 0;
        else if (dm_write==1)
            displayed_data <= data_in;
    end
    always @(posedge clk_100MHz or posedge reset) begin
        if(reset) begin
            digit_select <= 0;
            digit_timer <= 0; 
        end
        else                                         
            if(digit_timer == 99_999) begin          
                digit_timer <= 0;                    
                digit_select <=  digit_select + 1;
            end
            else
                digit_timer <=  digit_timer + 1;
    end
    always @(digit_select) begin
        case(digit_select) 
            2'b00 : digit = 4'b1110;    
            2'b01 : digit = 4'b1101;    
            2'b10 : digit = 4'b1011;    
            2'b11 : digit = 4'b0111;    
        endcase
    end
    always @*
        case(digit_select)
            2'b00 : begin        
                        case(displayed_data[3:0])
                            4'b0000 : seg = ZERO;
                            4'b0001 : seg = ONE;
                            4'b0010 : seg = TWO;
                            4'b0011 : seg = THREE;
                            4'b0100 : seg = FOUR;
                            4'b0101 : seg = FIVE;
                            4'b0110 : seg = SIX;
                            4'b0111 : seg = SEVEN;
                            4'b1000 : seg = EIGHT;
                            4'b1001 : seg = NINE;
                            4'b1010 : seg = A;
                            4'b1011 : seg = B;
                            4'b1100 : seg = C;
                            4'b1101 : seg = D;
                            4'b1110 : seg = E;
                            4'b1111 : seg = F;                       
                          endcase
                    end
            2'b01 : begin        
                        case(displayed_data[7:4])
                            4'b0000 : seg = ZERO;
                            4'b0001 : seg = ONE;
                            4'b0010 : seg = TWO;
                            4'b0011 : seg = THREE;
                            4'b0100 : seg = FOUR;
                            4'b0101 : seg = FIVE;
                            4'b0110 : seg = SIX;
                            4'b0111 : seg = SEVEN;
                            4'b1000 : seg = EIGHT;
                            4'b1001 : seg = NINE;
                            4'b1010 : seg = A;
                            4'b1011 : seg = B;
                            4'b1100 : seg = C;
                            4'b1101 : seg = D;
                            4'b1110 : seg = E;
                            4'b1111 : seg = F; 
                        endcase
                    end
            2'b10 : begin        
                        case(displayed_data[11:8])
                            4'b0000 : seg = ZERO;
                            4'b0001 : seg = ONE;
                            4'b0010 : seg = TWO;
                            4'b0011 : seg = THREE;
                            4'b0100 : seg = FOUR;
                            4'b0101 : seg = FIVE;
                            4'b0110 : seg = SIX;
                            4'b0111 : seg = SEVEN;
                            4'b1000 : seg = EIGHT;
                            4'b1001 : seg = NINE;
                            4'b1010 : seg = A;
                            4'b1011 : seg = B;
                            4'b1100 : seg = C;
                            4'b1101 : seg = D;
                            4'b1110 : seg = E;
                            4'b1111 : seg = F; 
                        endcase
                    end
            2'b11 : begin        
                        case(displayed_data[15:12])
                            4'b0000 : seg = ZERO;
                            4'b0001 : seg = ONE;
                            4'b0010 : seg = TWO;
                            4'b0011 : seg = THREE;
                            4'b0100 : seg = FOUR;
                            4'b0101 : seg = FIVE;
                            4'b0110 : seg = SIX;
                            4'b0111 : seg = SEVEN;
                            4'b1000 : seg = EIGHT;
                            4'b1001 : seg = NINE;
                            4'b1010 : seg = A;
                            4'b1011 : seg = B;
                            4'b1100 : seg = C;
                            4'b1101 : seg = D;
                            4'b1110 : seg = E;
                            4'b1111 : seg = F; 
                        endcase
                    end
        endcase
endmodule
module top(clk,reset,dm_write,LED_out,Anode_Activate);
input clk;
input reset,dm_write;
output wire [0:6] LED_out;    
output wire [3:0] Anode_Activate;
wire [15:0] mul;
wire [15:0] a,b,c;
wire [15:0] fma;
assign a = 16'b0100101110110100;
assign b = 16'b1000101101101110;
assign c = 16'b1101011110110111;
multiply multiplier(a,b,mul);
add adder(c,mul,fma);
seg7_driver fpga(clk,reset,dm_write,fma,LED_out,Anode_Activate);
endmodule

==> flow report <==
========================================================================================
Lkg Pwr                                                                      0.000598 uW
Row cnt                                                                               27
Arrival time at the worst endpoint                                               1.62 ns
Maximum number of buffers from clock root to sink                                      2
CTS tree                                                                           built
Number of antenna violations at the first check in global routing                      0
Final Hold Vio Count                                                                   0
Class of the tightest hold or removal check                                 flop to flop
Number of search-and-repair iterations in the first detailed-routing pass              4
Clock tree skew after final layout                                            0.00121 ns
Max-slew violation count                                                               0
Init Core Util                                                                     19.0%
HPWL Detailed                                                                    1.34 mm
Count of vias placed by the detailed router                                          730
Final setup viols                                                                      0
Fraction of the yosys area taken by sequential cells                               48.2%
Die height                                                                         95 um
Worst-path fanout max                                                                  5
Logic area                                                                     463 sq um
Count of tool warnings                                                                28
Fraction of layout instances using a drive strength above 1                        10.1%
Min-Delay Startpoint                                                        fpga.digit_timer[0]$_DFF_PP0_
Count of input and output buffers                                                     11
Antenna fix cells                                                                      0
Synth flops                                                                           20
IR Drop Worst-Case VDD                                                          0.154 mV
Chip area estimate from yosys synthesis                                     0.00104 sq mm
Final routed DRC violation total                                                       0
Cts bufs inserted                                                                      3
Wire length per cell                                                             9.21 um
Number of cells in Yosys stat                                                        104
Hold Path Sink                                                              fpga.digit_timer[0]$_DFF_PP0_
Min-Delay Path Depth                                                                   1
Unrepaired setup endpoints after global routing                                    false
Storage element area                                                           500 sq um
Drt total wl                                                                     1.76 mm
Netlist area before placement                                               0.00104 sq mm
Die span in x                                                                      95 um
Clk sinks                                                                             20
Placeable Area                                                              0.00547 sq mm
Layout area overhead                                                               23.9%
Routability congestion estimate from global placement                              0.790
Startpoint Class                                                                    flop
Avg Vias per Cell                                                                   3.82
Class of the most critical setup path                                       flop to primary output
FF-to-FF Start                                                              fpga.digit_timer[13]$_DFF_PP0_
Count of mapped cells out of synthesis                                               104
Syn avg cell area                                                             9.99 sq um
Count of routing violations after the opening detailed-route iteration                58
YS warnings                                                                            4
Number of unique standard cell types used by synthesis                                27
Global-route wire length before repair                                           3.11 mm
Depth of the worst register-to-register path                                           5
H-Tree Depth                                                                           1
Aggregate global routing overflow                                                      0
Clock latency on the worst-skew pair                                             0.25 ns
Final Total Pwr                                                                   578 uW
Minimum clock period after layout                                                2.08 ns
Kind of end point of the critical path                                      primary output
RR Endpoint                                                                 fpga.digit_timer[15]$_DFF_PP0_
Status                                                                      complete, no violations
Clock-pin transition on the worst setup and hold timing paths                    0.06 ns
Fillcell total                                                                       599
Die footprint                                                               0.00903 sq mm
Number of global-route vias before repair                                            716
Total global-route track usage                                                     4.10%
Remaining number of nets flagged by the antenna check after routing                    0
Setup TNS                                                                           0 ns
Max-capacitance violation count                                                        0
Largest net degree at the start of global routing                                     21
Pwr dens                                                                     450 mW/mm^2
Number of top-level design ports                                                      14
Final Cycle Share                                                                  90.3%
Register-to-register setup slack                                                 0.48 ns
Required time of the critical path                                               1.84 ns
Fmax achieved                                                                    482 MHz
Quantity of hold-fixing buffers added after cts                                        0
Buffer type at the clock tree root                                              clkbuf_8
========================================================================================
registers in the layout, summed over array words and instances, names as in the netlist:
signal	count
fpga.digit_timer	17
fpga.digit_select	2
fpga.displayed_data	1
what timing repair did:
item,in CTS,in global routing
gates resized,0,1
setup buffers,0,2
setup endpoints to repair,0,1
through the flow:
| step | hold WS (ns) | setup slack, ns | cell area (sq um) | std cells | util (%) |
|---|---|---|---|---|---|
| after floorplan | 0.424 | 0.617 | 1040 | 105 | - |
| after global placement | 0.470 | 0.417 | 1230 | 186 | 22.4 |
| after detailed placement | 0.471 | 0.395 | 1230 | 186 | 22.4 |
| after CTS | 0.479 | 0.116 | 1270 | 189 | 23.2 |
| after global routing | 0.518 | 0.109 | 1290 | 191 | 23.5 |
| final | 0.478 | 0.224 | 1290 | 191 | 23.5 |
Yosys cell counts:
master,n,area [sq um]
dfrtp_1,20,500
nor2_1,12,45.0
inv_1,11,41.3
xnor2_1,8,70.1
xor2_1,6,52.6
buf_4,5,37.5
ha_1,5,62.6
nand3_1,5,25.0
nand4_1,5,31.3
nand2_1,4,15.0
nor3_1,2,10.0
nor4_1,2,12.5
o21ai_0,2,10.0
or2_2,2,12.5
or3_1,2,12.5
or4b_1,2,20.0
a21oi_1,1,5.00
and2_1,1,6.26
and3_1,1,6.26
conb_1,1,3.75
mux2_2,1,11.3
nand3b_1,1,7.51
nand4b_1,1,8.76
nor2b_1,1,6.26
nor4_2,1,12.5
o21ai_1,1,5.00
or4_1,1,7.51
layout by cell type (no fill, tap or decap), drive strengths merged:
cell type,instances
nand4,5
nand4b,1
or3,2
and2,1
dlymetal6s2s,1
buf,5
nor2,12
xnor2,8
clkdlybuf4s50,10
nor4,3
and3,1
nand3,5
or2,2
conb,2
nand2,4
o21ai,3
dfrtp,20
xor2,6
nor2b,1
mux2,1
clkbuf,3
or4,1
nand3b,1
or4b,2
a21oi,1
inv,11
ha,5
nor3,2
worst max-delay path, stage by stage (launching register included):
cell and delay, ns:
dfrtp_1 0.40, inv_1 0.08, ha_1 0.20, inv_1 0.07, and3_1 0.16, clkdlybuf4s50_1 0.46
kinds of logic (layout without fill, tap and decap cells):
| group | Yosys count | in the layout | synth area share, % |
|---|---|---|---|
| adder cells (fa/ha/maj) | 5 | 5 | 6.02 |
| buffers and inverters | 16 | 30 | 7.59 |
| flip-flops | 20 | 20 | 48.2 |
| AND/OR/NAND/NOR | 43 | 43 | 23.0 |
| XOR/XNOR | 14 | 14 | 11.8 |
| other | 1 | 2 | 0.361 |
| AND-OR/OR-AND | 4 | 4 | 1.93 |
| multiplexers | 1 | 1 | 1.08 |
per-layer routing:
| metal | vias to the layer above | track usage (%) | part of all wire [%] |
|---|---|---|---|
| met1 | 333 | 5.59 | 49 |
| met3 | 2 | 1.12 | 8.7 |
| met2 | 21 | 6.41 | 41 |
| li1 | 374 | - | - |
| met5 | - | 0 | 0 |
| met4 | 0 | 0.873 | 0.97 |
final cells by class:
type	instances	area share, %
Clock buffer	3	3.21
Inverter	11	3.21
Multi-Input combinational cell	69	36.0
Sequential cell	20	38.9
Tap cell	72	7.00
Timing Repair Buffer	16	11.7
power by group:
group / leakage (uW) / total (uW) / switching, uW / internal (uW)
registers: 0.000265 / 352 / 0.0000000000000579 / 352
clock network: 0.0000216 / 215 / 99.3 / 116
logic: 0.000312 / 11.2 / 6.98 / 4.18
total: 0.000598 / 578 / 106 / 472
how the worst max path moves through the flow:
stage	from	endpoint	slack (ns)
after CTS	fpga.digit_select[0]$_DFFE_PP0N_	LED_out[6]	0.12
after global routing	fpga.digit_select[1]$_DFFE_PP0N_	LED_out[5]	0.11
final	fpga.digit_select[1]$_DFFE_PP0N_	LED_out[5]	0.22
Power figures rest on the tool's default switching activity, not on a simulated workload.
